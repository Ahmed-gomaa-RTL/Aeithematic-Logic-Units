`flow/run.sh`:
```
#!/bin/bash
# OpenROAD 26Q1-2900-gdf79404cd8, Yosys 0.63+post, stock flow scripts
make -C /OpenROAD-flow-scripts/flow DESIGN_CONFIG=/design/flow/config.mk WORK_HOME=/design/flow/orfs finish
```
`flow/config.mk`:
```
export PLATFORM = sky130hd
export DESIGN_NAME = LOGIC_UNIT
export DESIGN_NICKNAME = LOGIC_UNIT
export VERILOG_FILES = /design/flow/design.v
export SDC_FILE = /design/flow/constraint.sdc
export NUM_CORES = 4
export LEC_CHECK = 1
export CORE_AREA = 10 10 70 70
export DIE_AREA = 0 0 80 80
```
`flow/constraint.sdc`:
```
current_design LOGIC_UNIT

set clk_period 1.2
set clk_io_pct 0.2

create_clock -name clk0 -period $clk_period

set non_clock_inputs [all_inputs -no_clocks]
set_input_delay [expr $clk_period * $clk_io_pct] -clock clk0 $non_clock_inputs
set_output_delay [expr $clk_period * $clk_io_pct] -clock clk0 [all_outputs]
```
`flow/design.v`:
```
module LOGIC_UNIT (
  input          wire        [3:0]     A    ,
  input          wire        [3:0]     B    ,
  input          wire                  S2   ,
  input          wire                  S3   ,
  output         wire        [3:0]     S
);
wire  [3:0]   OUT_AND   ;
wire  [3:0]   OUT_OR    ;
wire  [3:0]   OUT_XOR   ;
wire  [3:0]   OUT_NOT   ;
wire  [3:0]   OUT_MUX1  ;
wire  [3:0]   OUT_MUX2  ;
AND_GATE and_gate ( A , B , OUT_AND )  ;
OR_GATE  or_gate  ( A , B , OUT_OR  )  ;
XOR_GATE xor_gate ( A , B , OUT_XOR )  ;
NOT_GATE not_gate ( A , B , OUT_NOT )  ;
MUX_2_TO_1 mux3 ( OUT_AND , OUT_XOR  , S3 , OUT_MUX1 )  ;
MUX_2_TO_1 mux4 ( OUT_OR , OUT_NOT , S3 , OUT_MUX2 )  ;
MUX_2_TO_1 mux5 ( OUT_MUX1 , OUT_MUX2 , S2 , S )  ;
endmodule
module AND_GATE (
  input          wire         [3:0]      A   ,
  input          wire         [3:0]      B   ,
  output         wire         [3:0]      S  
);
and and1 ( S[0] , A[0] , B[0] )  ;
and and2 ( S[1] , A[1] , B[1] )  ;
and and3 ( S[2] , A[2] , B[2] )  ;
and and4 ( S[3] , A[3] , B[3] )  ;
endmodule
module OR_GATE (
  input          wire         [3:0]      A   ,
  input          wire         [3:0]      B   ,
  output         wire         [3:0]      S  
);
or or1 ( S[0] , A[0] , B[0] )  ;
or or2 ( S[1] , A[1] , B[1] )  ;
or or3 ( S[2] , A[2] , B[2] )  ;
or or4 ( S[3] , A[3] , B[3] )  ;
endmodule
module XOR_GATE (
  input          wire         [3:0]      A   ,
  input          wire         [3:0]      B   ,
  output         wire         [3:0]      S  
);
xor xor1 ( S[0] , A[0] , B[0] )  ;
xor xor2 ( S[1] , A[1] , B[1] )  ;
xor xor3 ( S[2] , A[2] , B[2] )  ;
xor xor4 ( S[3] , A[3] , B[3] )  ;
endmodule
module NOT_GATE (
  input          wire         [3:0]      A   ,
  input          wire         [3:0]      B   ,
  output         wire         [3:0]      S  
);
not not1 ( S[0] , B[0] )  ;
not not2 ( S[1] , B[1] )  ;
not not3 ( S[2] , B[2] )  ;
not not4 ( S[3] , B[3] )  ;
endmodule
module MUX_2_TO_1 (
  input            wire       [3:0]     A     ,
  input            wire       [3:0]     B     ,
  input            wire                 SEL   ,
  output           reg        [3:0]     OUT   
);
always @ (*)
begin
  case (SEL)
    1'b 0 :    OUT  =  A  ;
    1'b 1 :    OUT  =  B  ;
  endcase
end
endmodule 
```
==> results.toml <==
# implementation run metrics
[status]
status = "finished with violations"
violations = "negative setup slack"

[critical_path]
crit_fanout = 2
worstSetupStartpoint = "B[0]"
crit_chain = "buf_8 -> inv_6 -> ha_4 -> mux4_2 -> buf_2"
slowest_stage = "mux4_2"
crit_path_end_kind = "output pin"
cp.required_ns = 0.96
worst_setup_path_start_kind = "primary input"
worstPathArrival_ns = 1.16
critPathMaxStageDelay_ns = 0.45
crit_type = "primary input to output pin"
crit_family = "multiplexers"
cp_num_buf_inv = 3

[final_timing]
finalClockPeriodUsage_pct = 117.1
hold_viol = 0
setup_viol = 4
max_freq_mhz = 711.9
worst_pin_slew_ns = 0.2193
tns_ns = -0.7289
min_period_ns = 1.405
relSlewSlack_pct = 85.38
timing.hold.ws_ns = 0.9242
drv_slew = 0
rsz0062_at_grt = "yes"
setup_ws_ns = -0.2048

[min_path]
hold_class = "primary input to output pin"
min_from = "B[2]"

[synthesis]
top_cell_area_share_pct = 42.00
yosys-top-cells-count = "inv_1, ha_1, mux4_1"
synth_stat.cells = 24
syn_area_um2 = 250.2
yosysWarnings = 1
yosysChipArea_um2 = 250.2
largest_area_cell = "mux4_1"
synthTopCellsByArea = "mux4_1, ha_1, inv_1"
top_cell = "inv_1"
yosysUniqueCellTypes = 3
ys_seq_share_pct = 0
syn_avg_cell_area_um2 = 10.43
synthCells = 24

[final_layout]
areaGrowthSynthToFinish_pct = 134.0
n_clock_buffer = 0
stdcell_area_um2 = 585.6
nFillCells = 381
seq_cells = 0
regArea_um2 = 0
layout-drive-gt1-share_pct = 83.72
fin_util_pct = 17.14

[placed_design]
place_hpwl_um = 607.5
place_area_um2 = 466.7
io_buffers = 14
gp_congestion = 0.6979

[global_route]
grt_overflow = 0
antenna_found_initial = 0
grt_pass1_wl_mm = 1.152
first_global_vias = 253
grt_start_max_net_pins = 5
track_usage_pct = 2.160

[floorplan]
initCoreUtil_pct = 7.326
die_h_um = 80
io_pins = 14
core_area_um2 = 3416
chipArea_um2 = 6400
rows = 21
die.size.x_um = 80

[pwr]
irDropWorstVdd_uv = 102.1
power.density_nw_per_um2 = 271.8
p_leak_nw = 0.2445

[drt]
dr.pass1.iters = 2
dr_wl_met3_um = 3
route.met2.wl_um = 394
wire_per_inst_um = 8.236
drc = 0
viasPerCell = 2.652
routed.top_layer = "met3"
num_antenna_cells = 0
drt-met1-wl_um = 334
detail_route.iter0.violations = 4
via_count = 236
ant_nets = 0
routed_wl_um = 733

[run]
tool_warnings = 39
drv_cap = 0

[clocking]
hold_buffers = 0
## worst min-delay path, stage by stage
cell    delay, ns
buf_6        0.10
inv_4        0.05
mux4_2       0.21
buf_2        0.09
## where the power goes
group / total (mW) / internal (mW) / switching [mW]
registers: 0 / 0 / 0
clock network: 0 / 0 / 0
logic: 0.159 / 0.102 / 0.0568
total: 0.159 / 0.102 / 0.0568
## final timing paths
check              end  slack [ns]  cells after the start
setup / recovery  S[0]       -0.20                      5
hold / removal    S[2]        0.92                      4
## layout make-up
cell class | instances | area [um2] | share of cell area (%)
multi-input combinational | 12 | 265.3 | 45.30
timing repair buffer | 19 | 195.2 | 33.33
inverter | 12 | 67.56 | 11.54
tap | 46 | 57.56 | 9.829
## through the flow
stage	cells	setup WS [ns]	power (mW)
after floorplan	24	-0.009389	0.03993
after global placement	88	-1.001	0.1292
after detailed placement	88	-1.031	0.1327
after CTS	88	-0.2068	0.1547
after global routing	89	-0.2272	0.1789
final	89	-0.2048	0.1592
## placed cells by master, fill, tap and decap left out
cell type / synthesis / routed
buf_8: 0 / 5
inv_4: 0 / 7
buf_4: 0 / 1
buf_6: 0 / 7
ha_4: 0 / 6
buf_2: 0 / 5
dlygate4sd2_1: 0 / 1
ha_1: 8 / 2
inv_6: 0 / 1
mux4_2: 0 / 4
inv_1: 12 / 4
## logic make-up (layout without fill, tap and decap cells)
kind of cell | count (synthesis) | count (layout) | synth area share (%)
adder cells (fa/ha/maj) | 8 | 8 | 40.00
buffers and inverters | 12 | 31 | 18.00
multiplexers | 4 | 4 | 42.00
## routing by layer
metal	GRT usage, %	vias up
met5	0	-
met1	2.815	116
met2	4.093	5
met4	0	0
met3	0	0
li1	-	115
## repair_timing
| item | CTS | global route |
|---|---|---|
| setup buffers | 0 | 1 |
| endpoints found under the hold margin | 0 | 0 |
| endpoints found under the setup margin | 4 | 4 |
| resized | 88 | 5 |
| pin swaps | 5 | 1 |
Power and IR drop assume default switching activity.
