## flow/config.mk

```make
export PLATFORM = sky130hd
export DESIGN_NAME = COMPARE_UNIT
export DESIGN_NICKNAME = COMPARE_UNIT
export VERILOG_FILES = /design/flow/design.v
export SDC_FILE = /design/flow/constraint.sdc
export NUM_CORES = 4
export LEC_CHECK = 1
export CORE_AREA = 10 10 70 70
export DIE_AREA = 0 0 80 80
```

## flow/constraint.sdc

```tcl
current_design COMPARE_UNIT

set clk_period 2.3
set clk_io_pct 0.2

create_clock -name clk0 -period $clk_period

set non_clock_inputs [all_inputs -no_clocks]
set_input_delay [expr $clk_period * $clk_io_pct] -clock clk0 $non_clock_inputs
set_output_delay [expr $clk_period * $clk_io_pct] -clock clk0 [all_outputs]
```

## flow/design.v

```verilog
module COMPARE_UNIT (
  input      wire        [3:0]        A     ,
  input      wire        [3:0]        B     ,
  input      wire                     S2    ,
  input      wire                     S3    ,
  output     wire        [3:0]        OUT 
);
wire  [3:0] G   ;
wire  [3:0] S   ;
wire  [3:0] Q   ;
wire  [3:0] MUX_OUT  ;
COMPARATOR compare1 ( A , B , G , S , Q )  ;
MUX_2_TO_1 mux6 (  G  , S , S3 , MUX_OUT )  ;
MUX_2_TO_1 mux7 ( MUX_OUT , Q , S2 , OUT )  ;
endmodule 
module COMPARATOR (
    input             wire              [3:0]           A   ,
    input             wire              [3:0]           B   ,
    output            reg               [3:0]           G   ,
    output            reg               [3:0]           S   ,
    output            reg               [3:0]           Q
  );
always @ (*)
  begin
    if ( A[3] > B[3] )
          begin
            G    =   4'b 0001   ;
            S    =   0          ;
            Q    =   0          ;
          end
    else if ( A[3] == B[3] && A[2] > B[2] ) 
          begin
            G    =   4'b 0001   ;
            S    =   0          ;
            Q    =   0          ;
          end
    else if ( A[3] == B[3] && A[2] == B[2] && A[1] > B[1] ) 
          begin
            G    =   4'b 0001   ;
            S    =   0          ;
            Q    =   0          ;
          end
    else if ( A[3] == B[3] && A[2] == B[2] && A[1] == B[1] && A[0] > B[0] ) 
          begin
            G    =   4'b 0001   ;
            S    =   0          ;
            Q    =   0          ;
          end
    else if ( A[3] == B[3] && A[2] == B[2] && A[1] == B[1] && A[0] == B[0] ) 
          begin
            G    =   0          ;
            S    =   0          ;
            Q    =   4'b 0001   ;
          end
    else 
          begin
              G    =   0          ;
              S    =   4'b 0001   ;
              Q    =   0          ;
          end
end
endmodule
module MUX_2_TO_1 (
  input            wire       [3:0]     A     ,
  input            wire       [3:0]     B     ,
  input            wire                 SEL   ,
  output           reg        [3:0]     OUT   
);
always @ (*)
begin
  case (SEL)
    1'b 0 :    OUT  =  A  ;
    1'b 1 :    OUT  =  B  ;
  endcase
end
endmodule 
```

## flow/run.sh

```bash
#!/bin/bash
# OpenROAD 26Q1-2900-gdf79404cd8, Yosys 0.63+post, stock flow scripts
make -C /OpenROAD-flow-scripts/flow DESIGN_CONFIG=/design/flow/config.mk WORK_HOME=/design/flow/orfs finish
```

==> results_dict.tcl <==
# place-and-route summary
set metrics [dict create \
    ys_area_um2 159 \
    slew_violations 0 \
    route.met2.wl_um 248 \
    viasPerCell 2.32 \
    stdcell_count 77 \
    synthCells 21 \
    warnings 32 \
    antenna_cells 0 \
    hpwl_um 445 \
    stdcell_area_um2 358 \
    syn2layout_area_growth_pct 125 \
    place_area_um2 312 \
    wirelength_um 533 \
    dr_wl_met3_um 57 \
    criticalPathCategory "in -> out" \
    place_inst 77 \
    dr.pass1.iters 1 \
    holdBufCountCts 0 \
    final_util_pct 10.5 \
    drive_above_1_share_pct 35.5 \
    holdCritPathClass "in -> out" \
    ant_nets 0 \
    grt_pass1_vias 182 \
    arrival_ps 1700 \
    die_area_um2 6400 \
    final_layout_top_logic_cell "dlygate4sd2_1" \
    finalCritPeriodShare_pct 94.0 \
    first_iter_violations 0 \
    p_leak_nw 0.166 \
    yosysWarnings 2 \
    grt_remaining_overflow 0 \
    top_layer "met3" \
    num_rows 21 \
    grt_pass1_wl_um 862 \
    grt_max_degree 5 \
    fill_cells 406 \
    io_pins 14 \
    dieHeight_um 80 \
    routed-via-count 179 \
    timing.fmax_mhz 463 \
    drc_errors 0 \
    wl_met1_um 226 \
    post-cts-setup-buffers 0 \
    die_width_um 80 \
    final_cell_mix "dlygate4sd2_1 (6), inv_2 (3), ha_4 (3), conb_1 (3)" \
    final.min_clock_period_ps 2160 \
    netlist-cell-type-count 11 \
    core_um2 3420 \
    worst_setup_path_start_kind "input port" \
    synth_seq_share_pct 0 \
    ys_cells 21 \
    grt_setup_unrepaired "false" \
    grt_usage_pct 1.59 \
    hold_violations 0 \
    ff_count 0 \
    vdd_ir_drop_max_uv 15.2 \
    required_ps 1840 \
    worst-path-max-fanout 3 \
    power.density_nw_per_um2 142 \
    portBuffers 11 \
    seq_area_um2 0 \
    syn_area_um2 159 \
    setup_viol 0 \
    fp-utilization_pct 4.65 \
    status "complete, no violations" \
    avgSynthCellArea_um2 7.57 \
    endpoint_kind "output port" \
    antenna_found_initial 0 \
    drv_cap 0 \
    nClkBuffers 0 \
    place_congestion 0.762 \
    comb_area_um2 179 \
    wl_per_cell_um 6.92 \
]
cell type report:
| cell class | count | area share, % |
|---|---|---|
| tap | 46 | 16.1 |
| multi-input combinational | 15 | 50.0 |
| timing repair buffer | 11 | 28.7 |
| inverter | 5 | 5.24 |
metal layers:
layer | global-route usage, % | up-vias
li1 | - | 89
met1 | 1.98 | 81
met2 | 2.81 | 9
met3 | 0.455 | 0
met4 | 0 | 0
met5 | 0 | -
cell usage after synthesis (all sizes together):
cell type,instances,area (um2)
ha,4,50.1
inv,5,18.8
o32a,1,10.0
a31oi,1,6.26
a21o,2,15.0
buf,3,22.5
a21oi,1,5.00
conb,1,3.75
nor3b,1,7.51
o32ai,1,8.76
and3,1,11.3
stage by stage:
step,setup slack [ps],total power (W),hold slack (ps),TNS [ps]
3_3_place_gp,-545,0.0000461,1970,-545
2_1_floorplan,552,0.0000228,965,0
3_5_place_dp,-567,0.0000464,1970,-567
5_1_grt,46.8,0.0000589,1590,0
6_report,139,0.0000509,1530,0
4_1_cts,8.31,0.0000527,1640,0
where the power goes:
group	switching [W]	internal (W)	total [W]	leakage, nW
clock	0	0	0	0
combinational	0.0000200	0.0000309	0.0000509	0.166
sequential	0	0	0	0
worst max-delay path: stages:
cell and delay (ps):
dlygate4sd2_1 200, inv_1 40, ha_1 270, and3_4 180
o32a_1 290, o32ai_2 120, buf_2 140
worst paths after layout:
kind | slack, ps | endpoint | startpoint | cells past startpoint
setup / recovery | 140 | OUT[0] | B[1] | 7
hold / removal | 1530 | OUT[0] | B[0] | 6
what timing repair did:
item | 4_1_cts | 5_1_grt
endpoints found under the hold margin | 0 | 0
endpoints found under the setup margin | 1 | 1
gates resized | 18 | 3
pin swaps | 4 | 3
cell families after synthesis:
family / count (synthesis) / synth area share [%]
compound gates: 6 / 28.3
fa+ha+maj: 4 / 31.5
buf+inv: 8 / 26.0
other cells: 1 / 2.36
simple gates: 2 / 11.8
Power figures rest on the tool's default switching activity, not on a simulated workload.
