[/design/flow/design.v]
module ADDER_SUBTRACT (
    input         wire         [3:0]         A     ,
    input         wire         [3:0]         B     ,
    input         wire                       C_IN  ,
    output        wire         [3:0]         S     ,
    output        wire                       C_OUT 
  );
  wire C1 ;
  wire C2 ;
  wire C3 ;
  FULL_ADDER G2 ( A[0] , B[0] , C_IN , S[0] , C1 )     ;
  FULL_ADDER G3 ( A[1] , B[1] , C1   , S[1] , C2 )     ;
  FULL_ADDER G4 ( A[2] , B[2] , C2   , S[2] , C3 )     ;
  FULL_ADDER G5 ( A[3] , B[3] , C3   , S[3] , C_OUT )  ;
endmodule
module FULL_ADDER (
    input               A     , 
    input               B     , 
    input               Cin   ,  
    output              S     , 
    output              Cout     
);
    wire   W1   ; 
    wire   W2   ;
    wire   W3   ;   
    xor xor1  (   W1    ,  A  , B    );
    xor xor2  (   S     ,  W1 , Cin  );
    and and1  (   W2    ,  A  , B    );
    and and2  (   W3    ,  W1 , Cin  );
    or  or1   (   Cout  ,  W2 , W3   );
endmodule
module ARITHMETIC_UNIT (
  input          wire        [3:0]          A     ,
  input          wire        [3:0]          B     ,
  input          wire                       S2    ,
  input          wire                       S3    ,
  output         wire        [3:0]          S     ,
  output         wire                       C_OUT 
);
wire [3:0]  OUT_MUX1 ;
wire [3:0]  OUT_MUX2 ;
MUX_2_TO_1 mux1 ( A , 4'b 0000 , S2 , OUT_MUX1 ) ;
MUX_2_TO_1 mux2 ( B ,    ~B    , S3 , OUT_MUX2 ) ;
ADDER_SUBTRACT out ( OUT_MUX1 , OUT_MUX2 , S3 , S , C_OUT ) ;
endmodule
module MUX_2_TO_1 (
  input            wire       [3:0]     A     ,
  input            wire       [3:0]     B     ,
  input            wire                 SEL   ,
  output           reg        [3:0]     OUT   
);
always @ (*)
begin
  case (SEL)
    1'b 0 :    OUT  =  A  ;
    1'b 1 :    OUT  =  B  ;
  endcase
end
endmodule 
[/design/flow/run.sh]
#!/bin/bash
# OpenROAD 26Q1-2900-gdf79404cd8, Yosys 0.63+post, stock flow scripts
make -C /OpenROAD-flow-scripts/flow DESIGN_CONFIG=/design/flow/config.mk WORK_HOME=/design/flow/orfs finish
[/design/flow/config.mk]
export PLATFORM = sky130hd
export DESIGN_NAME = ARITHMETIC_UNIT
export DESIGN_NICKNAME = ARITHMETIC_UNIT
export VERILOG_FILES = /design/flow/design.v
export SDC_FILE = /design/flow/constraint.sdc
export NUM_CORES = 4
export LEC_CHECK = 1
export CORE_AREA = 10 10 70 70
export DIE_AREA = 0 0 80 80
[/design/flow/constraint.sdc]
current_design ARITHMETIC_UNIT

set clk_period 4.0
set clk_io_pct 0.2

create_clock -name clk0 -period $clk_period

set non_clock_inputs [all_inputs -no_clocks]
set_input_delay [expr $clk_period * $clk_io_pct] -clock clk0 $non_clock_inputs
set_output_delay [expr $clk_period * $clk_io_pct] -clock clk0 [all_outputs]
==> results.yml <==
# flow metrics
placed_design:
  gp_congestion: 0.692
  dp_slack_ns: -0.187
  dpl.cell_count: 81
  place_area_sq_um: 390
  place_hpwl_um: 578
  portBuffers: 15
power:
  power.switching_mw: 0.0153
  p_leak_nw: 0.173
  power_density_nw_per_um2: 126
  p_int_mw: 0.0345
  sw_frac_of_total_pct: 30.7
  power_frac_seq_pct: 0
  p_comb_share_pct: 100.0
  pwr-share-clk_pct: 0
  ir_drop_v: 0.0000622
yosys:
  ys_sh_simple_pct: 17.8
  ys_chip_area_sq_um: 183
  ys_sh_xor_pct: 19.2
  synthDistinctLibCells: 9
  ys_sh_mux_pct: 5.48
  yosysWarnings: 1
  synth.logic.top_family: "adder cells"
  adder_share_pct: 32.9
  yosys-stat-cells: 20
  syn_avg_cell_area_sq_um: 9.13
  seq_area_frac_synth_pct: 0
  synth_area_sq_um: 183
  syn_inst: 20
  aoi_share_pct: 0
final_timing:
  setup_viol: 0
  max_freq_mhz: 258
  drv_slew: 0
  fin_crit_ns: 3.88
  slew_headroom_pct: 84.9
  hold_viol: 0
  worst_slew_pin_slew_ns: 0.220
  finalCritPeriodShare_pct: 97.0
  layout_setup_ws_ns: 0.119
  rsz0062_at_grt: "false"
final_layout:
  finalNonFillerCells: 81
  seq_area_sq_um: 0
  syn_to_final_growth_pct: 116
  n_fill_cell: 396
  flop-count: 0
  num-clock-buffers: 0
  drive_gt1_share_pct: 22.9
  logic_area_sq_um: 143
  post-route-cell-area_sq_um: 394
floorplan:
  ios: 15
  core_area_sq_um: 3420
  die_h_um: 80
  die_x_um: 80
  initCoreUtil_pct: 5.35
  row_count: 21
  chip_area_sq_um: 6400
grt:
  grt_pass1_vias: 201
  grt_max_degree: 4
  grt_usage_pct: 1.99
  grt_first_pass_wirelength_um: 1000
  gr-total-overflow: 0
  antenna_found_initial: 0
setup_path:
  crit_buf_inv: 4
  crit_path_max_incr_delay_ns: 0.47
  critPathCaptureType: "output port"
  cp_data_arrival_time_ns: 3.08
  crit_type: "primary input to output port"
  worstPathRequired_ns: 3.20
  cp-start-kind: "primary input"
  crit_family: "adder cells"
  cp_slowest_cell: "clkdlybuf4s50_1"
  crit_chain: "clkdlybuf4s50_1 -> xor2_1 -> fa_2 -> fa_2 -> inv_1 -> fa_1 -> inv_1 -> clkdlybuf4s50_1"
  cp_max_fo: 1
routing:
  dr.pass1.iters: 2
  post_drt_via_cell_ratio: 2.04
  antenna_cells: 0
  ant_nets: 0
  wl_per_cell_um: 7.30
  dr_total_vias: 165
  drc: 0
  wl_um: 591
  drt_iter0_drc: 1
clock_network:
  holdBufCountCts: 0
  cts_setup_buffers: 0
run_status:
  outcome: "complete, no violations"
job:
  drv_cap: 0
  warnings: 32
worst_hold_path:
  hold_depth: 4
  min_path_type: "primary input to output port"
  whs_endpoint: "S[0]"
  hp-start: "B[0]"
==> power by group through the flow <==
stage	clock network, mW	logic (mW)	registers, mW
4_1_cts	0	0.0510	0
5_1_grt	0	0.0571	0
6_report	0	0.0498	0
==> cell usage after synthesis, drive strengths merged <==
library cell  n  share of area [%]
xor2          2                9.6
nand2b        2                 11
buf           4                 16
fa            3                 33
xnor2         2                9.6
inv           4                8.2
nor2b         2                6.8
mux2i         1                5.5
==> worst max path at each step <==
stage	startpoint	slack, ns	end	cells after the start
final	B[1]	0.12	S[3]	8
after global routing	B[1]	0.01	S[3]	8
after CTS	A[0]	0.05	S[3]	9
==> cells by family after synthesis <==
kind of cell               after synthesis
buffers and inverters                    8
adders and majority gates                3
and+or+nand+nor                          4
muxes                                    1
xor gates and xnor gates                 4
==> placed cells by master (no fill, tap or decap), types with 2 or more instances in the layout <==
cell type	instances
fa_2	2
xnor2_1	2
dlymetal6s2s_1	2
inv_1	4
xor2_1	2
clkdlybuf4s50_1	11
nor2b_1	2
buf_4	4
==> metal layers <==
| metal | track usage (%) | routed length, um |
|---|---|---|
| met2 | 1.93 | 129 |
| met3 | 1.70 | 139 |
| met4 | 0 | 0 |
| met1 | 3.14 | 322 |
| met5 | 0 | 0 |
==> through the flow <==
stage	power [mW]	TNS, ns	utilization (%)	hold slack (ns)
after floorplan	0.0245	0	-	1.75
after global placement	0.0507	-0.148	11.4	2.67
after detailed placement	0.0513	-0.187	11.4	2.68
after CTS	0.0510	0	11.4	2.61
after global routing	0.0571	0	11.5	2.36
final	0.0498	0	11.5	2.30
==> area by class of cell <==
| cell class | count | area share (%) |
|---|---|---|
| inverter | 4 | 3.81 |
| tap | 46 | 14.6 |
| timing repair buffer | 19 | 45.4 |
| multi-input combinational | 12 | 36.2 |
==> what timing repair did <==
item                                    CTS  global route
gates cloned                              0             0
pin swaps                                 0             1
resized                                   3             5
endpoints found under the setup margin    1             1
Power and IR drop assume default switching activity.
